### flow/config.mk
export PLATFORM = sky130hd
export DESIGN_NAME = register_file
export DESIGN_NICKNAME = register_file
export VERILOG_FILES = /design/flow/design.v
export SDC_FILE = /design/flow/constraint.sdc
export NUM_CORES = 4
export LEC_CHECK = 1
export CORE_UTILIZATION = 40
### flow/constraint.sdc
current_design register_file

set clk_period 10.0
set clk_io_pct 0.2

create_clock -name clk0 -period $clk_period [get_ports {clock}]

set non_clock_inputs [all_inputs -no_clocks]
set_input_delay [expr $clk_period * $clk_io_pct] -clock clk0 $non_clock_inputs
set_output_delay [expr $clk_period * $clk_io_pct] -clock clk0 [all_outputs]
### flow/design.v
module register_file(
    input logic clock,
    input logic we,
    input logic [4:0] rs1,
    input logic [4:0] rs2,
    input logic [4:0] rd,
    input logic [31:0] write_data,
    output logic [31:0] rs1_data,
    output logic [31:0] rs2_data
);
    logic [31:0] registers [0:31];
    initial begin
        registers[0] = 32'd0;
        registers[2] = 32'd10;
        registers[3] = 32'd20;
    end
    assign rs1_data = registers[rs1];
    assign rs2_data = registers[rs2];
    always_ff @(posedge clock) begin 
        if (we && rd != 0) 
            registers[rd] <= write_data;
    end
endmodule
### flow/run.sh
#!/bin/bash
# OpenROAD 26Q1-2900-gdf79404cd8, Yosys 0.63+post, stock flow scripts
make -C /OpenROAD-flow-scripts/flow DESIGN_CONFIG=/design/flow/config.mk WORK_HOME=/design/flow/orfs finish
==> flow_summary.yaml <==
# generated from flow reports
sta:
  finalCriticalPeriod_ns: 7.38
  worst_pin_slew_ns: 1.07
  slew_violations: 0
  rsz0062_at_grt: "false"
  timing.setup.tns_ns: 0
  finalSetupViolCount: 0
  final_hold_viol_count: 0
  fmax_mhz: 135
  hold_ws_ns: 2.12
  fin_ws_ns: 2.62
  fin_crit_sh_pct: 73.8
  slew_headroom_pct: 28.8
clocking:
  cts_resized: 0
  cts_sinks: 1024
  clkSlewWorstSetupHoldPaths_ns: 0.06
  cts_setup_buffers: 0
  cts_tree: "done"
  cts.htree.levels: 3
  cts_buffers: 106
  root_buffer: "clkbuf_16"
  cts_max_path_buffers: 3
  hold_buffers: 0
synth:
  syn_avg_cell_area_um2: 14.4
  synth_area_um2: 48800
  synth-warning-count: 1
  syn_inst: 3386
  numSynthFlops: 1024
  seq_area_frac_synth_pct: 63.1
  ys_cells: 3386
  synth.distinct_cells: 24
  ys_chip_area_um2: 48800
detailed_routing:
  antenna_left: 0
  wl_mm: 156
  num_vias: 31155
  drt-initial-drc-count: 1997
  dr.pass1.iters: 5
  viasPerCell: 5.98
  post_drt_wl_per_cell_um: 29.9
  drc_errors: 0
pwr:
  ir_drop_v: 0.000143
  leakagePower_nw: 20.3
  powerDensity_nw_per_um2: 174
  total_power_mw: 9.61
placed_design:
  numPortBuffers: 112
  dpl.hpwl_mm: 85.1
  preCtsSetupSlack_ns: 2.63
  place_congestion: 0.871
  dp.cells: 5011
  dpl_cell_area_um2: 51900
job:
  warnings: 26
  cap_violations: 0
finish:
  largest-register: "registers"
  largest_reg_flops: 1024
  final_cells: 5210
  post-route-util_pct: 45.9
  nFillCells: 10465
  top_regs: "registers x1024"
  fin_area_um2: 55300
  final_cell_mix: "mux2i_1, edfxtp_1, nand3_1, nand2_1"
  layout-drive-gt1-share_pct: 8.96
  area_growth_pct: 13.4
floorplanning:
  die_y_um: 351
  initCoreUtil_pct: 40.5
  die_area_um2: 123000
  io_pins: 113
  die_width_um: 351
  core_um2: 120000
  num_rows: 127
grt:
  overflow: 0
  grt_pass1_vias: 32177
  grt_antenna_before_repair: 8
  grt_pass1_wl_mm: 222
  grtUsageTotal_pct: 27.1
  grt_max_degree: 90
worst_setup_path:
  crit_type: "input pin to output pin"
  worstPathRequired_ns: 8.00
  start_kind: "input pin"
  end_kind: "output pin"
  worstPathArrival_ns: 5.38
  path_max_fanout: 89
hold_path:
  hold_class: "input pin to register"
outcome:
  status: "finished, final reports clean"
-- where the power goes --
group / total [mW] / internal (mW) / switching [mW] / leakage [nW]
Combinational: 0.896 / 0.335 / 0.561 / 9.34
Clock: 3.91 / 2.26 / 1.64 / 1.67
Sequential: 4.81 / 4.79 / 0.0244 / 9.25
Total: 9.61 / 7.38 / 2.23 / 20.3
-- Yosys cell counts, drive strengths merged --
| cell | instances | area [um2] |
|---|---|---|
| a21oi | 192 | 961 |
| a22o | 128 | 1120 |
| a22oi | 192 | 1440 |
| a31oi | 64 | 400 |
| and2 | 2 | 12.5 |
| buf | 167 | 1200 |
| clkbuf | 86 | 338 |
| conb | 1 | 3.75 |
| edfxtp | 1024 | 30700 |
| mux2i | 1024 | 10200 |
| nand2 | 195 | 732 |
| nand2b | 4 | 25.0 |
| nand3 | 194 | 971 |
| nand3b | 5 | 37.5 |
| nor2 | 34 | 128 |
| nor2b | 4 | 25.0 |
| nor3 | 64 | 320 |
| or2 | 2 | 12.5 |
| or3 | 1 | 6.26 |
| or3b | 3 | 26.3 |
-- critical path: stages --
cell	delay [ns]
clkdlybuf4s50_1	0.66
nor2b_4	0.23
buf_12	0.50
buf_4	0.65
a22o_1	0.24
nor3_1	0.05
a31oi_1	0.19
nand3_1	0.26
clkdlybuf4s50_1	0.48
-- logic make-up (layout without fill, tap and decap cells) --
kind of cell    Yosys count  count (layout)  synth area share, %
mux                    1024            1024                 21.0
flops                  1024            1024                 63.1
compound gates          576             576                 8.05
simple gates            508             508                 4.71
buf+inv                 253             431                 3.15
other cells               1              35              0.00769
-- final timing paths --
path  slack [ns]                end  depth (start not counted)      startpoint
max         2.62        rs2_data[9]                          9          rs2[0]
min         2.12  registers[22][26]                          2  write_data[26]
-- layout make-up --
class                   count  area, um2  share of cell area (%)
multi-input cells        2140      16900                    30.5
well taps                1612       2020                    3.65
clock buffers             126       2750                    4.97
repair buffers            235       2230                    4.03
clock inverters            70        659                    1.19
flip-flops and latches   1024      30700                    55.6
diodes                      3       7.51                  0.0136
-- layer usage --
metal	GRT usage, %	share of wire [%]	up-vias	wire length (um)
li1	-	-	13610	-
met1	34.4	36	15487	56400
met2	40.6	46	1757	71900
met3	16.5	14	285	21900
met4	7.20	3.4	16	5270
met5	0.824	0.089	-	138
Power figures rest on the tool's default switching activity, not on a simulated workload.
