<file path="design.v">
module program_counter(
    input logic clock,
    input logic reset,
    input logic is_halt,
    input logic is_jal,
    input logic is_jalr,
    input logic branch_taken,
    input logic [31:0] branch_target,
    input logic [31:0] jalr_target,
    input logic [31:0] imm_j,
    output logic [31:0] program_counter_value
);
    logic [31:0] next_pc;
    assign next_pc = 
                    branch_taken ? branch_target : 
                    is_jal ? (program_counter_value + imm_j) :
                    is_jalr ? jalr_target :
                    program_counter_value + 32'd4;
    always_ff @(posedge clock) begin
        if (reset) 
            program_counter_value <= 32'd0;
        else if (!is_halt)
            program_counter_value <= next_pc;
        else    
            program_counter_value <= program_counter_value;
    end
endmodule
</file>
<file path="run.sh">
#!/bin/bash
# OpenROAD 26Q1-2900-gdf79404cd8, Yosys 0.63+post, stock flow scripts
make -C /OpenROAD-flow-scripts/flow DESIGN_CONFIG=/design/flow/config.mk WORK_HOME=/design/flow/orfs finish
</file>
<file path="config.mk">
export PLATFORM = sky130hd
export DESIGN_NAME = program_counter
export DESIGN_NICKNAME = program_counter
export VERILOG_FILES = /design/flow/design.v
export SDC_FILE = /design/flow/constraint.sdc
export NUM_CORES = 4
export LEC_CHECK = 1
export CORE_UTILIZATION = 30
</file>
<file path="constraint.sdc">
current_design program_counter

set clk_period 12.3
set clk_io_pct 0.2

create_clock -name clk0 -period $clk_period [get_ports {clock}]

set non_clock_inputs [all_inputs -no_clocks]
set_input_delay [expr $clk_period * $clk_io_pct] -clock clk0 $non_clock_inputs
set_output_delay [expr $clk_period * $clk_io_pct] -clock clk0 [all_outputs]
</file>
==> metrics.yaml <==
cells_and_area:
  drive_above_1_share: 0.03841
  largest_register: "program_counter_value"
  area_overhead_vs_synth_pct: 37.02
  layoutNonFillerInstCount: 909
  final.fill_count: 1408
  final_cell_area_mm2: 0.005886
  largest_register_ffs: 32
  reg_top3: "program_counter_value: 32 flops"
final_timing:
  worst_pin_slew_ps: 722.4
  tns_ps: 0
  rsz0062_at_grt: "false"
  finalCritPeriodShare: 0.4215
  clock_skew_ps: 4.904
  fmax_mhz: 192.9
  slew_headroom: 0.5154
  worst_slack_ps: 7115
  hold_viol_final: 0
  finalMaxSlewViolations: 0
  timing.final.crit_period_ps: 5185
  finalHoldWorstSlack_ps: 539.4
  finalSetupViolCount: 0
route:
  vias: 4954
  first_iter_violations: 391
  drt_pass1_iterations: 5
  drcViolationCount: 0
  insertedDiodeCount: 0
  totalWireLength_mm: 15.87
  post_drt_via_cell_ratio: 5.450
  wirelength_per_cell_um: 17.46
  antenna_left: 0
setup_path:
  reg2reg_from: "program_counter_value[0]"
  worst-setup-path-type: "in2reg"
  critPathMaxFanout: 5
  reg2reg_to: "program_counter_value[30]"
  endpoint_type_of_the_worst_setup_path: "flip-flop"
  setup_slack_of_the_most_critical_reg_to_reg_path_ps: 9410
  worstSetupStartpointType: "input port"
  capture_point_of_the_worst_path: "program_counter_value[30]"
  critical_path_arrival_ps: 5380
  ff2ff_path_depth: 10
  worst_ep_required_time_ps: 12490
  cp-startpoint: "imm_j[0]"
placed_design:
  post-place-cells: 901
  pre_cts_ws_ps: 6819
  detailedPlacementHpwl_mm: 11.79
  buffer_ports.inserted: 133
  placed_area_mm2: 0.005739
  routabilityCongestion: 0.9527
power:
  power_report.internal_total_uw: 300.4
  power.combinational.fraction: 0.449
  seq_power_share: 0.275
  total_leakage_power_nw: 2.246
  netSwitchingPower_uw: 172.0
  p_clk_frac: 0.276
  netSwitchingFraction: 0.3641
  areal_power_density_over_the_cells_mw_per_mm2: 80.27
  vdd.ir_drop.worst_mv: 0.04339
synth:
  synth.distinct_cells: 65
  flip_flops_with_a_built_in_enable: 0
  synth_area_leader_cell: "sky130_fd_sc_hd__dfxtp_1"
  yosys-stat-area_mm2: 0.004295
  synth-seq-area-share: 0.1491
  post_synth_most_frequent_cells: "79 x sky130_fd_sc_hd__nand2_1, 62 x sky130_fd_sc_hd__a21oi_1, 50 x sky130_fd_sc_hd__nor2_1"
  synth_top_area_share: 0.1491
  synthMostInstantiatedCell: "sky130_fd_sc_hd__nand2_1"
  ys.flop_type: "sky130_fd_sc_hd__dfxtp_1"
  yosys-stat-cells: 617
  yosys_warnings: 1
  synthesis.instances: 617
  yosys_register_bits: 32
  mappedNetlistArea_mm2: 0.004295
  topCellsByArea: "sky130_fd_sc_hd__dfxtp_1 15%, sky130_fd_sc_hd__ha_1 9.3%, sky130_fd_sc_hd__a21oi_1 7.2%"
  async_flop_share: 0
  avgSynthCellArea_um2: 6.962
die:
  core_mm2: 0.01393
  num_rows: 43
  die_h_um: 121.7
  fp.dieW_um: 121.7
  ios: 134
  die-area_mm2: 0.01480
  initial_core_util: 0.3083
outcome:
  run_status: "complete, no violations"
hold_path:
  worst_hold_path_type: "reg2reg"
clock_tree:
  clock-sinks: 32
  clock_pin_slew_worst_setup_and_hold_paths_ps: 60
  cts_hold_buffers: 0
  cts_max_level: 2
  clk_root_buffer_cell: "sky130_fd_sc_hd__clkbuf_16"
  postCtsSetupRepairBufs: 0
  clock_path_buffers: 2
  cts_tree: "yes"
  clock.latency.late_pin_ps: 280
  cts_made_buffers: 5
  cts.repair.resized: 0
job:
  max-cap-violations: 0
  warnings: 25
global_routing:
  via_count_of_the_first_global_routing_pass: 4620
  grt_overflow: 0
  grt_start_max_net_pins: 60
  track_usage: 0.2181
  first_pass_grt_wire_length_mm: 24.78
  antenna_violations_before_repair: 0
-- power by group through the flow --
stage,clock [mW],sequential [mW],combinational (mW)
global route,0.139,0.132,0.235
CTS,0.134,0.130,0.212
finish,0.130,0.130,0.212
-- routing by layer --
layer	global-route usage	share of wire	vias up
li1	-	-	2510
met1	0.3247	0.47	2237
met2	0.3462	0.45	186
met3	0.02767	0.066	21
met4	0.03009	0.015	0
met5	0	0	-
-- how the worst min path moves through the flow --
stage                             from  slack (ps)                  endpoint  cells after the start
finish        program_counter_value[0]         540  program_counter_value[0]                      2
CTS           program_counter_value[0]         540  program_counter_value[0]                      2
global route  program_counter_value[0]         570  program_counter_value[0]                      2
-- per-stage QoR --
step                  util  power [mW]
floorplan                -      0.2553
global placement    0.4119      0.3430
detailed placement  0.4119      0.3418
CTS                 0.4224      0.4760
global route        0.4224      0.5051
finish              0.4224      0.4724
-- placed cells by master, fill, tap and decap left out, drive strengths merged, types with 3 or more instances in the layout --
| cell type | instances |
|---|---|
| nand3 | 21 |
| a21o | 10 |
| and3 | 7 |
| nand3b | 4 |
| dfxtp | 32 |
| ha | 32 |
| inv | 19 |
| a211oi | 26 |
| xor2 | 22 |
| a221oi | 4 |
| nor4 | 3 |
| and4 | 4 |
| o31ai | 3 |
| clkdlybuf4s50 | 131 |
| nor3b | 4 |
| o21bai | 3 |
| a31oi | 6 |
| nor2b | 13 |
| mux2i | 9 |
| nor3 | 12 |
| xnor2 | 25 |
| nor2 | 51 |
| clkbuf | 8 |
| o211ai | 6 |
| nand2 | 79 |
| o22ai | 7 |
| nand2b | 5 |
| o32ai | 11 |
| nand4 | 16 |
| o2111ai | 3 |
| buf | 8 |
| o21ai | 49 |
| a211o | 3 |
| a22oi | 3 |
| o21a | 3 |
| a21oi | 64 |
-- cell type report --
type,count,area (um2),share of cell area
clock buffer,8,146.4,0.02487
multi-input combinational,529,3428,0.5825
sequential,32,640.6,0.1088
timing repair buffer,139,1366,0.2321
inverter,21,78.83,0.01339
tap,180,225.2,0.03827
-- worst max-delay path, stage by stage --
cell and delay, ps:
sky130_fd_sc_hd__clkdlybuf4s50_1 410, sky130_fd_sc_hd__ha_1 250, sky130_fd_sc_hd__fa_1 450, sky130_fd_sc_hd__a211oi_2 360, sky130_fd_sc_hd__o211ai_2 130, sky130_fd_sc_hd__a21oi_2 250
sky130_fd_sc_hd__a31oi_4 170, sky130_fd_sc_hd__a211oi_2 310, sky130_fd_sc_hd__o211ai_1 120, sky130_fd_sc_hd__a31o_1 230, sky130_fd_sc_hd__a211oi_1 230
-- cells by family (layout without fill, tap and decap cells) --
logic type	Yosys count	after routing	share of synthesized area
compound gates	215	215	0.3280
xor+xnor	47	47	0.09583
fa+ha+maj	33	33	0.09787
buf+inv	56	168	0.05272
flops	32	32	0.1491
mux	9	9	0.02097
simple gates	225	225	0.2555
No activity file was given, so power comes from the tool's default toggle rates.
